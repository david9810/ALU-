`flow/run.sh`:
```
#!/bin/bash
# OpenROAD 26Q1-2900-gdf79404cd8, Yosys 0.63+post, stock flow scripts
make -C /OpenROAD-flow-scripts/flow DESIGN_CONFIG=/design/flow/config.mk WORK_HOME=/design/flow/orfs finish
```
`flow/config.mk`:
```
export PLATFORM = sky130hd
export DESIGN_NAME = control_u
export DESIGN_NICKNAME = control_u
export VERILOG_FILES = /design/flow/design.v
export SDC_FILE = /design/flow/constraint.sdc
export NUM_CORES = 4
export LEC_CHECK = 1
export CORE_AREA = 10 10 81 81
export DIE_AREA = 0 0 91 91
```
`flow/constraint.sdc`:
```
current_design control_u

set clk_period 1.5
set clk_io_pct 0.2

create_clock -name clk0 -period $clk_period [get_ports {clk}]

set non_clock_inputs [all_inputs -no_clocks]
set_input_delay [expr $clk_period * $clk_io_pct] -clock clk0 $non_clock_inputs
set_output_delay [expr $clk_period * $clk_io_pct] -clock clk0 [all_outputs]
```
`flow/design.v`:
```
`timescale 1ns / 1ps
module alu(
	input clk,
    input rst,
    input [3:0] rd_reg1,
    input [3:0] rd_reg2,
    input [2:0] alu_op,
    output reg [3:0] alu_output
    );
always @(posedge clk or posedge rst) begin
	if (rst) begin
		alu_output <= 3'b000;
	end
	else case (alu_op)
		3'b000:begin 			 
			alu_output = rd_reg1 + rd_reg2;
		end
		3'b001:begin 			 
			alu_output = ~rd_reg1;
		end
		3'b010:begin 			 
			alu_output = rd_reg1>>1;
		end
		3'b011:begin 			 
			alu_output = rd_reg1<<1;
		end
		3'b100:begin 			 
			alu_output = (rd_reg1 > rd_reg2) ? 4'b0001 : 4'b0000;
		end
		3'b101:begin 			 
			alu_output = (rd_reg1 == rd_reg2) ? 4'b0001 : 4'b0000;
		end
		3'b110:begin 			 
			alu_output = rd_reg2;
		end
		3'b111:begin 			 
			alu_output = rd_reg1;
		end
		default: begin
			alu_output = 4'b0000;
		end
	endcase
end
endmodule
`timescale 1ns / 1ps
module b_registro(
    input wa_reg,
    input ra_reg1,
    input ra_reg2,
    input [3:0] wd_reg,
    input w_enable,
    input rst,
    input clk,
    input wire [3:0] alu_op,
    output reg [3:0] rd_reg1,
    output reg [3:0] rd_reg2
    );
	reg [3:0] data_reg [1:0];
	always @(posedge clk or posedge rst) begin
		if (rst) begin
			data_reg[0] <= 4'b0000;
			data_reg[1] <= 4'b0000;
		end
		else if (w_enable) begin
			data_reg[wa_reg] <= wd_reg;
		end
		else begin
			rd_reg1 <= data_reg[ra_reg1];
			rd_reg2 <= data_reg[ra_reg2];
		end
	end
alu alu(.clk(clk), .rst(rst), .alu_op(alu_op), .rd_reg1(rd_reg1), .rd_reg2(rd_reg2));
endmodule
`timescale 1ns / 1ps
module control_u(
    input [7:0] instruction,
    input load,
	input clk,
	input rst,
    output reg [2:0] alu_op,
    output reg wa_reg,
    output reg [3:0] wd_reg,
    output reg ra_reg1,
    output reg ra_reg2,
    output reg w_enable,
    output reg ready
    );
always @(posedge clk or posedge rst) begin
	if (rst) begin
		alu_op <= 3'b000;
		wa_reg <= 0;
		wd_reg <= 4'b0000;
		ra_reg1 <= 0;
		ra_reg2 <= 0;
		w_enable <= 0;
		ready <= 0;
	end
	else if (load) begin
		alu_op <= instruction[7:5];
		case (alu_op)
			3'b000:begin
				ra_reg1=instruction[0];
				ra_reg2=instruction[1];
				w_enable=1'b0;
			end
			3'b001:begin
				ra_reg1=instruction[4];
				w_enable=1'b0;
			end
			3'b010:begin
				ra_reg1=instruction[4];
				w_enable=1'b0;
			end
			3'b011:begin
				ra_reg1=instruction[4];
				w_enable=1'b0;
			end
			3'b100:begin
				ra_reg1=instruction[4];
				ra_reg2=instruction[3];
				w_enable=1'b0;
			end
			3'b101:begin
				ra_reg1=instruction[4];
				ra_reg2=instruction[3];
				w_enable=1'b0;
			end
			3'b110:begin
				wa_reg=instruction[4];
				wd_reg=instruction[3:0];
				w_enable=1'b1;
			end
			3'b010:begin
				ra_reg1=instruction[4];
				w_enable=1'b0;
			end
		endcase
	end
end
b_registro b_registro(.clk(clk), .rst(rst), .wa_reg(wa_reg), .ra_reg1(ra_reg1), .ra_reg2(ra_reg2), .wd_reg(wd_reg), .w_enable(w_enable), .alu_op(alu_op));
endmodule
```
==> node_exporter_impl.prom <==
# HELP chip_impl_metric Physical implementation figures
# TYPE chip_impl_metric gauge
chip_impl_metric{name="power_leakage",unit="nW"} 0.357
chip_impl_metric{name="post_detailed_route_drc_marker_count",unit=""} 0
chip_impl_metric{name="timing.final.hold_violations",unit=""} 0
chip_impl_metric{name="routed_wire_length_per_instance",unit="um"} 11.2
chip_impl_info{name="tritoncts",value="yes"} 1
chip_impl_metric{name="die_y",unit="um"} 91
chip_impl_metric{name="first_global_vias",unit=""} 469
chip_impl_metric{name="intPower",unit="mW"} 0.775
chip_impl_metric{name="synthesis.area_per_instance",unit="um2"} 13.3
chip_impl_metric{name="grt_remaining_overflow",unit=""} 0
chip_impl_metric{name="synth-area-yosys",unit="um2"} 507
chip_impl_metric{name="final_weighted_congestion_of_routability_driven_global_placement",unit=""} 0.703
chip_impl_metric{name="seq_area_frac_synth",unit="%"} 54.3
chip_impl_info{name="grt_setup_unrepaired",value="no"} 1
chip_impl_metric{name="floorplanUtilization",unit="%"} 10.5
chip_impl_metric{name="power.switching_fraction",unit="%"} 22.2
chip_impl_info{name="cpLargestDelayFamily",value="buffers and inverters"} 1
chip_impl_metric{name="fp.coreArea",unit="um2"} 4820
chip_impl_metric{name="clk_pin_slew",unit="ps"} 50
chip_impl_metric{name="critical-path-max-stage-delay",unit="ps"} 480
chip_impl_metric{name="postLayoutSetupSlackWorst",unit="ps"} 75.4
chip_impl_metric{name="wl",unit="um"} 1500
chip_impl_info{name="path_cells",value="clkdlybuf4s50_1"} 1
chip_impl_metric{name="dp.final_hpwl",unit="um"} 1250
chip_impl_metric{name="firstDrtPassIters",unit=""} 4
chip_impl_metric{name="cap_violations",unit=""} 0
chip_impl_metric{name="clock_sinks",unit=""} 11
chip_impl_metric{name="largest_register_ffs",unit=""} 4
chip_impl_metric{name="worst_ep_required_time",unit="ps"} 1200
chip_impl_metric{name="drive_above_1_share",unit="%"} 34.3
chip_impl_metric{name="antenna_violations_before_repair",unit=""} 0
chip_impl_info{name="startpoint_class",value="register"} 1
chip_impl_metric{name="clockPowerShare",unit="%"} 29.2
chip_impl_metric{name="synth_flops",unit=""} 11
chip_impl_metric{name="synth_cells",unit=""} 38
chip_impl_metric{name="synthesis.area",unit="um2"} 507
chip_impl_metric{name="worst_clock_skew",unit="ps"} 3.11
chip_impl_metric{name="port_buffers",unit=""} 21
chip_impl_metric{name="number_of_distinct_library_cells_after_synthesis",unit=""} 18
chip_impl_metric{name="power.share.combinational",unit="%"} 29.3
chip_impl_metric{name="area.growth.synth_to_final",unit="%"} 73.3
chip_impl_info{name="cts-root-buf",value="sky130_fd_sc_hd__clkbuf_8"} 1
chip_impl_metric{name="placement_rows",unit=""} 25
chip_impl_info{name="kind_of_critical_path",value="register to output port"} 1
chip_impl_metric{name="setup_viol",unit=""} 0
chip_impl_metric{name="antenna_violating_nets_post_route",unit=""} 0
chip_impl_info{name="outcome",value="finished clean"} 1
chip_impl_metric{name="clk_path_buf_depth",unit=""} 2
chip_impl_info{name="slowest_stage",value="sky130_fd_sc_hd__clkdlybuf4s50_1"} 1
chip_impl_metric{name="synth-cells-yosys",unit=""} 38
chip_impl_metric{name="synthesis.yosys.warnings",unit=""} 6
chip_impl_metric{name="layout_min_cycle_time",unit="ps"} 1420
chip_impl_metric{name="arrival_time_at_the_worst_endpoint",unit="ps"} 1120
chip_impl_metric{name="gr-usage-all-layers",unit="%"} 3.61
chip_impl_metric{name="grt_first_pass_wirelength",unit="um"} 2420
chip_impl_metric{name="pwr-share-seq",unit="%"} 41.5
chip_impl_metric{name="max_freq",unit="GHz"} 0.702
chip_impl_metric{name="initialDrtViolationCount",unit=""} 24
chip_impl_metric{name="dp_slack",unit="ps"} -99.7
chip_impl_info{name="timing.critical_path.to_type",value="output port"} 1
chip_impl_metric{name="antenna_cells_inserted",unit=""} 0
chip_impl_metric{name="clock_buffer_count_from_cts",unit=""} 3
chip_impl_metric{name="power_density",unit="nW/um2"} 1130
chip_impl_metric{name="critPathBufInv",unit=""} 1
chip_impl_metric{name="worst_skew_pair.late_latency",unit="ps"} 240
chip_impl_info{name="hold_path.class",value="input port to async pin"} 1
chip_impl_metric{name="timing.final.crit_share",unit="%"} 95.0
chip_impl_metric{name="openroad.warnings",unit=""} 25
chip_impl_metric{name="power_after_layout",unit="mW"} 0.996
chip_impl_metric{name="route.vias.total",unit=""} 409
chip_impl_metric{name="grt_start_max_net_pins",unit=""} 12
chip_impl_metric{name="die_area",unit="um2"} 8280
chip_impl_metric{name="h_tree_depth",unit=""} 1
chip_impl_metric{name="report.final.slew_viol_count",unit=""} 0
chip_impl_metric{name="worstPathMaxFanout",unit=""} 6
chip_impl_metric{name="post_drt_via_cell_ratio",unit=""} 3.05
chip_impl_metric{name="net-switching-power",unit="mW"} 0.221
chip_impl_metric{name="ir_drop",unit="mV"} 0.268
chip_impl_metric{name="chipWidth",unit="um"} 91
chip_impl_metric{name="pin_count",unit=""} 23
==> path summary, 6_finish.rpt <==
path	from	end	slack, ps	cells past startpoint
worst max-delay path	alu_op[0]	alu_op[0]	80	1
worst min-delay path	rst	alu_op[2]	370	2
worst max register to register	alu_op[0]	wd_reg[0]	250	3
worst min register to register	wd_reg[3]	wd_reg[3]	510	1
max in group asynchronous	rst	alu_op[1]	820	2
min in group clk0	wd_reg[3]	wd_reg[3]	510	1
==> power by group through the flow <==
| stage | Combinational [mW] | Clock [mW] | Sequential (mW) |
|---|---|---|---|
| 5_1_grt | 0.320 | 0.324 | 0.424 |
| 6_report | 0.292 | 0.291 | 0.414 |
| 4_1_cts | 0.294 | 0.299 | 0.420 |
==> layout make-up <==
type,instances,area (um2)
sequential,11,278
multi-input combinational,25,220
clock buffer,4,45.0
inverter,1,3.75
tap,67,83.8
timing repair buffer,26,248
fill,539,3940
==> through the flow <==
| step | instances | hold slack [ps] | util (%) | setup TNS, ps | instance area [um2] |
|---|---|---|---|---|---|
| 2_1_floorplan | 38 | 152 | - | 0 | 507 |
| 6_report | 134 | 370 | 18.2 | 0 | 878 |
| 4_1_cts | 133 | 383 | 18.1 | 0 | 870 |
| 3_3_place_gp | 129 | 499 | 17.1 | -344 | 823 |
| 3_5_place_dp | 129 | 511 | 17.1 | -471 | 823 |
| 5_1_grt | 134 | 388 | 18.2 | 0 | 878 |
==> cell usage after synthesis, drive strengths merged <==
master   n  area, um2
nand3    1       17.5
conb     1       3.75
nand2b   1       6.26
and2b    3       26.3
mux2     8       90.1
o211a    1       10.0
buf      1       7.51
a31oi    1       6.26
o21a     1       7.51
nor2     1       3.75
nor2b    1       6.26
dfrtp   11        275
a21oi    1       5.00
a22o     1       10.0
a221o    1       10.0
nand2    2       7.51
mux2i    1       10.0
inv      1       3.75
==> cell usage in the layout, fill, tap and decap left out <==
cell type / instances
sky130_fd_sc_hd__nor2_1: 1
sky130_fd_sc_hd__a31oi_1: 1
sky130_fd_sc_hd__buf_4: 5
sky130_fd_sc_hd__clkbuf_1: 1
sky130_fd_sc_hd__a22o_2: 1
sky130_fd_sc_hd__mux2i_1: 1
sky130_fd_sc_hd__nor2b_1: 1
sky130_fd_sc_hd__nand2_1: 2
sky130_fd_sc_hd__and2b_2: 3
sky130_fd_sc_hd__inv_1: 1
sky130_fd_sc_hd__dfrtp_1: 9
sky130_fd_sc_hd__nand3_4: 1
sky130_fd_sc_hd__mux2_2: 8
sky130_fd_sc_hd__a21oi_1: 1
sky130_fd_sc_hd__dfrtp_2: 2
sky130_fd_sc_hd__o21a_1: 1
sky130_fd_sc_hd__nand2b_1: 1
sky130_fd_sc_hd__a221o_1: 1
sky130_fd_sc_hd__o211a_1: 1
sky130_fd_sc_hd__clkdlybuf4s50_1: 21
sky130_fd_sc_hd__conb_1: 1
sky130_fd_sc_hd__clkbuf_8: 3
==> what timing repair did <==
item                       4_1_cts  5_1_grt
hold buffers                     0        0
setup buffers                    0        1
resized                          1        1
cloned                           0        0
setup endpoints to repair        1        2
==> logic make-up after synthesis <==
family	after synthesis	synth area share, %
AND-OR/OR-AND	6	9.63
other	1	0.740
multiplexers	9	19.8
buffers and inverters	2	2.22
flip-flops	11	54.3
AND/OR/NAND/NOR	9	13.3
==> layer usage <==
layer / vias to the layer above / track usage [%] / share of wire, %
met5: - / 0 / 0
met3: 5 / 1.16 / 4.2
met4: 0 / 0.783 / 2.4
li1: 190 / - / -
met2: 14 / 6.32 / 53
met1: 200 / 4.19 / 40
No activity file was given, so power comes from the tool's default toggle rates.
